==> flow/config.mk <==
export PLATFORM = sky130hd
export DESIGN_NAME = FIFO
export DESIGN_NICKNAME = FIFO
export VERILOG_FILES = /design/flow/design.v
export SDC_FILE = /design/flow/constraint.sdc
export NUM_CORES = 4
export LEC_CHECK = 1
export CORE_UTILIZATION = 50
==> flow/constraint.sdc <==
current_design FIFO

set clk_period 9.6
set clk_io_pct 0.2

create_clock -name clk0 -period $clk_period [get_ports {clk}]

set non_clock_inputs [all_inputs -no_clocks]
set_input_delay [expr $clk_period * $clk_io_pct] -clock clk0 $non_clock_inputs
set_output_delay [expr $clk_period * $clk_io_pct] -clock clk0 [all_outputs]
==> flow/design.v <==
`timescale 1 ns / 1ns
module FIFO(clk, wr_en, rd_en, rst_n, data_in, data_out, empty, almost_empty, full, almost_full, valid, overflow, underflow, count);
      parameter WIDTH = 8;
      parameter DEPTH = 32;
      parameter almost_flag = 2;
      input [WIDTH-1:0] data_in;
      input clk, wr_en, rd_en, rst_n;
      output reg [DEPTH-1:0] count;
      output reg [WIDTH-1:0] data_out;
      output reg empty, almost_empty, full, almost_full, valid, overflow, underflow;
      reg [DEPTH-1:0] wr_cnt;
      reg [DEPTH-1:0] rd_cnt;
      reg [WIDTH-1:0] mem [0:DEPTH-1];
      integer i;
    always @(posedge clk) begin
      if (!rst_n) begin
        wr_cnt <= 0;
        rd_cnt <= 0;
        count <= 0;
        overflow <= 0;
        underflow <= 0;
        valid <= 0;
    end else begin
        full <= (count == DEPTH);  
        empty <= (count == 0);  
        almost_empty <= (count <= almost_flag);  
        almost_full <= (count >= DEPTH - almost_flag);  
        if (wr_en) begin
            if (full) begin
                overflow <= 1;  
            end else begin
                mem[wr_cnt] <= data_in;  
                wr_cnt <= (wr_cnt == DEPTH-1) ? 0 : wr_cnt + 1;  
                overflow <= 0;  
                count <= count + 1;  
            end
        end
        if (rd_en) begin
            if (empty) begin
                underflow <= 1;  
                valid <= 0;  
            end else begin
                data_out <= mem[rd_cnt];  
                rd_cnt <= (rd_cnt == DEPTH-1) ? 0 : rd_cnt + 1;  
                underflow <= 0;  
                valid <= 1;  
                count <= count - 1;  
            end
        end
    end
end
          initial begin
            wr_cnt = 0;
            rd_cnt = 0;
end
endmodule
==> flow/run.sh <==
#!/bin/bash
# OpenROAD 26Q1-2900-gdf79404cd8, Yosys 0.63+post, stock flow scripts
make -C /OpenROAD-flow-scripts/flow DESIGN_CONFIG=/design/flow/config.mk WORK_HOME=/design/flow/orfs finish
==> out/metrics.cfg <==
[yosys]
cells_in_synth_stat_txt = 1074
synth-edff-count = 268
synth-seq-area-share = 0.6443
postSynth.asyncResetShare = 0
synth-warning-count = 1
numSynthFlops = 367
syn_avg_cell_area_um2 = 14.49
top_area_frac = 0.5170
post_synth_num_cell_types = 64
syn-cell-area_um2 = 15570
flop_cell = sky130_fd_sc_hd__edfxtp_1
synth.yosys.chip_area_um2 = 15570
top_cells_by_area = sky130_fd_sc_hd__edfxtp_1 52%, sky130_fd_sc_hd__dfxtp_1 13%, sky130_fd_sc_hd__mux4_2 12%
synthDominantAreaCellType = sky130_fd_sc_hd__edfxtp_1
synthTopCellsByCount = 268 x sky130_fd_sc_hd__edfxtp_1, 131 x sky130_fd_sc_hd__nor2_1, 99 x sky130_fd_sc_hd__dfxtp_1
synthesis.instances = 1074
synth.most_common_cell = sky130_fd_sc_hd__edfxtp_1

[critical_path]
crit_path_start = rst_n
sort_of_element_at_the_end_of_the_critical_path = flip-flop
regToRegEndpoint = data_out[7]
timing.critical_path.depth = 4
cp-start-kind = input pin
cp-endpoint = data_out[1]
cp_num_buf_inv = 3
critPathTopFamily = buffers and inverters
reg2reg_slack_ps = 6280
category_of_the_most_critical_setup_path = input pin to flip-flop
cp_data_required_time_ps = 9760
worstPathCellList = clkdlybuf4s50_1 > buf_4 > clkinv_1 > nor2_1
critPathSlowestCell = sky130_fd_sc_hd__nor2_1
worstRegToRegCells = 5
cp_slowest_stage_delay_ps = 850
critPathMaxFanout = 36
r2r_start = rd_cnt[0]
critPathArrivalTime_ps = 4410

[floorplan]
num_io_pins = 59
dieArea_um2 = 31840
die_w_um = 178.5
fp.dieH_um = 178.5
fp-row-count = 64
initCoreUtil = 0.5089
coreArea_um2 = 30590

[final_timing]
total_setup_violations_reported_at_the_end_of_the_flow = 0
fin_ws_ps = 5351
worstMarginPinSlew_ps = 917.9
finalSetupTns_ps = 0
max_slew_margin = 0.3824
finalHoldWorstSlack_ps = 485.3
finalClockPeriodUsage = 0.4426
period_minus_slack_ps = 4249
worst_clock_skew_ps = 15.57
unrepaired_setup_endpoints_after_global_routing = false
maxSlewViolCount = 0
max_freq_mhz = 235.3
timing_hold_violations_final = 0

[placement]
place_hpwl_um = 21150
port_buffers = 58
place.gp.congestion = 0.8848
postPlaceCellArea_um2 = 16550
placed_cells = 1494
place_worst_setup_slack_ps = 4788

[grt]
first_global_vias = 9441
grt.total_usage = 0.2403
wire_length_of_the_first_global_routing_pass_um = 52460
grt_max_degree = 37
number_of_antenna_violations_at_the_first_check_in_global_routing = 0
grt.overflow.total = 0

[routing]
first_iter_violations = 545
wirelength_um = 33360
n_antenna_cell = 0
postRouteAntennaNets = 0
route.vias.total = 9174
via_per_inst = 5.854
remaining_drc_errors = 0
wl_per_cell_um = 21.29
detailedRoute.firstPassIterationCount = 5

[cts]
hold_buffers = 0
cts-buffers-inserted = 40
cts_htree_levels = 2
clock_tree.buffer_depth = 3
cts_resized = 0
cts_root_buf = sky130_fd_sc_hd__clkbuf_16
clock_transition_at_the_registers_of_the_reported_paths_ps = 60
clock-sinks = 367
postCtsSetupBuffers = 0
tritoncts = built
clock_latency_ps = 530

[run]
warning_count = 30
cap_violations = 0

[power]
power.density_nw_per_um2 = 238.4
combPwrFrac = 0.185
pwr-share-seq = 0.449
static_leakage_nw = 5.604
switching_share = 0.2654
power.clock.fraction = 0.366
power.switching_mw = 1.132
report.power.total_mw = 4.266
irDropWorstVdd_v = 0.0001533
p_int_mw = 3.133

[finish]
stdcell_area_um2 = 17900
final_cell_count_no_fill = 1567
final_core_util = 0.5850
area.growth.synth_to_final_pct = 14.96
ratio_of_cells_with_drive_above_1_in_the_final_layout = 0.1588

[min_path]
hp-class = flip-flop to flip-flop

[outcome]
run_status = completed

## power groups by stage
stage	Clock [mW]	Combinational, mW	Sequential (mW)
after CTS	1.59	0.794	1.92
after global routing	1.66	0.875	1.93
final	1.56	0.788	1.92
## cell usage in the layout, fill, tap and decap left out, types with 6 or more instances in the layout
cell and instances:
sky130_fd_sc_hd__edfxtp_1 268, sky130_fd_sc_hd__a21oi_1 15, sky130_fd_sc_hd__nor3_1 29, sky130_fd_sc_hd__or4_1 7, sky130_fd_sc_hd__nand4_1 27, sky130_fd_sc_hd__nand3_1 40, sky130_fd_sc_hd__clkdlybuf4s50_1 58, sky130_fd_sc_hd__buf_4 19
sky130_fd_sc_hd__and4_1 9, sky130_fd_sc_hd__o21ai_0 6, sky130_fd_sc_hd__dfxtp_1 97, sky130_fd_sc_hd__mux2i_1 12, sky130_fd_sc_hd__inv_1 19, sky130_fd_sc_hd__nor2_1 131, sky130_fd_sc_hd__or3_1 11, sky130_fd_sc_hd__clkinv_1 9
sky130_fd_sc_hd__nand2b_1 15, sky130_fd_sc_hd__nand2_1 43, sky130_fd_sc_hd__nor4_1 36, sky130_fd_sc_hd__ha_1 8, sky130_fd_sc_hd__mux2_2 8, sky130_fd_sc_hd__xnor2_1 49, sky130_fd_sc_hd__bufinv_16 6, sky130_fd_sc_hd__clkbuf_16 41
sky130_fd_sc_hd__and3_1 19, sky130_fd_sc_hd__mux4_2 80, sky130_fd_sc_hd__xor2_1 22
## worst min path at each step
stage	startpoint	depth (start not counted)	to	slack [ps]
finish	rd_cnt[1]	2	rd_cnt[1]	490
global route	rd_cnt[1]	2	rd_cnt[1]	530
CTS	rd_cnt[1]	2	rd_cnt[1]	490
## area by class of cell
type                       instances  area, µm²
tap                              396      495.5
fill                            2306      12690
timing repair buffer              77      723.2
inverter                          20      75.07
multi-input combinational        634       5220
clock inverter                    27      302.8
sequential                       367      10030
clock buffer                      46       1045
## per-layer routing
| metal | routed length [µm] | GRT usage | share of wire |
|---|---|---|---|
| met3 | 4241 | 0.1410 | 0.13 |
| met2 | 15060 | 0.3382 | 0.45 |
| met4 | 716 | 0.04308 | 0.021 |
| met5 | 0 | 0 | 0 |
| met1 | 13340 | 0.3560 | 0.40 |
## tightest hold or removal path, stage by stage (launching register included)
cell,delay (ps)
sky130_fd_sc_hd__dfxtp_2,320
sky130_fd_sc_hd__nand2_1,60
sky130_fd_sc_hd__a21oi_1,60
## registers in the layout (all words and copies together) (netlist names), 8 cells and up
name,flops
wr_cnt,32
rd_cnt,32
count,32
data_out,8
mem,256
## kinds of logic (layout without fill, tap and decap cells)
group / count (synthesis) / count (layout) / share of synthesized area
flops: 367 / 367 / 0.6443
buf+inv: 73 / 170 / 0.02090
fa+ha+maj: 8 / 8 / 0.006430
mux: 100 / 100 / 0.1292
xor+xnor: 71 / 71 / 0.03994
compound gates: 54 / 54 / 0.02355
simple gates: 401 / 401 / 0.1357
Power is estimated from default activity; no workload was simulated.
